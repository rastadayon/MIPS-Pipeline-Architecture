## ./config.mk

```make
export PLATFORM = sky130hd
export DESIGN_NAME = EXE_MEM
export DESIGN_NICKNAME = EXE_MEM
export VERILOG_FILES = /design/flow/design.v
export SDC_FILE = /design/flow/constraint.sdc
export NUM_CORES = 4
export LEC_CHECK = 1
export CORE_UTILIZATION = 50
```

## ./constraint.sdc

```tcl
current_design EXE_MEM

set clk_period 1.0
set clk_io_pct 0.2

create_clock -name clk0 -period $clk_period [get_ports {clk}]

set non_clock_inputs [all_inputs -no_clocks]
set_input_delay [expr $clk_period * $clk_io_pct] -clock clk0 $non_clock_inputs
set_output_delay [expr $clk_period * $clk_io_pct] -clock clk0 [all_outputs]
```

## ./design.v

```verilog
`timescale 1ns/1ns
module EXE_MEM (input clk, rst, input EXE_MEM_mem_to_reg_in, EXE_MEM_reg_write_in, input EXE_MEM_mem_write_in, EXE_MEM_mem_read_in, EXE_MEM_Rtype_in, EXE_MEM_lw_in, EXE_MEM_sw_in,
 EXE_MEM_j_in, EXE_MEM_beq_in, EXE_MEM_bne_in, EXE_MEM_nop_in, input [31:0] EXE_MEM_alu_res_in, EXE_MEM_write_data_in, input [4:0] EXE_MEM_reg_dest_in,
  output reg EXE_MEM_mem_to_reg_out, EXE_MEM_reg_write_out, output reg EXE_MEM_mem_write_out, EXE_MEM_mem_read_out, EXE_MEM_Rtype_out, EXE_MEM_lw_out, EXE_MEM_sw_out, EXE_MEM_j_out ,
  EXE_MEM_beq_out, EXE_MEM_bne_out, EXE_MEM_nop_out,  output reg [31:0] EXE_MEM_address_out, EXE_MEM_write_data_out, output reg [4:0] EXE_MEM_reg_dest_out);
	always@(posedge clk, posedge rst) begin
		if (rst) begin
			EXE_MEM_mem_to_reg_out <= 1'b0;
			EXE_MEM_reg_write_out <= 1'b0;
			EXE_MEM_mem_write_out <= 1'b0;
			EXE_MEM_mem_read_out <= 1'b0;
			EXE_MEM_address_out <= 32'b0;
			EXE_MEM_write_data_out <= 32'b0;
			EXE_MEM_reg_dest_out <= 5'b0;
			EXE_MEM_Rtype_out <= 1'b0;
			EXE_MEM_lw_out <= 1'b0;
			EXE_MEM_sw_out <= 1'b0;
			EXE_MEM_j_out <= 1'b0;
			EXE_MEM_beq_out <= 1'b0;
			EXE_MEM_bne_out <= 1'b0;
			EXE_MEM_nop_out <= 1'b0;
		end
		else begin
			EXE_MEM_mem_to_reg_out <= EXE_MEM_mem_to_reg_in;
			EXE_MEM_reg_write_out <= EXE_MEM_reg_write_in;
			EXE_MEM_mem_write_out <=  EXE_MEM_mem_write_in;
			EXE_MEM_mem_read_out <= EXE_MEM_mem_read_in;
			EXE_MEM_address_out <= EXE_MEM_alu_res_in;
			EXE_MEM_write_data_out <= EXE_MEM_write_data_in;
			EXE_MEM_reg_dest_out <= EXE_MEM_reg_dest_in;
			EXE_MEM_Rtype_out <= EXE_MEM_Rtype_in;
			EXE_MEM_lw_out <= EXE_MEM_lw_in;
			EXE_MEM_sw_out <= EXE_MEM_sw_in;
			EXE_MEM_j_out <= EXE_MEM_j_in;
			EXE_MEM_beq_out <= EXE_MEM_beq_in;
			EXE_MEM_bne_out <= EXE_MEM_bne_in;
			EXE_MEM_nop_out <= EXE_MEM_nop_in;
		end
	end
endmodule								   
```

## ./run.sh

```bash
#!/bin/bash
# OpenROAD 26Q1-2900-gdf79404cd8, Yosys 0.63+post, stock flow scripts
make -C /OpenROAD-flow-scripts/flow DESIGN_CONFIG=/design/flow/config.mk WORK_HOME=/design/flow/orfs finish
```

==> Slide: Implementation Results <==
Key Metrics from the Run

Logic synthesis
  • Cell area after technology mapping: around 2000 um2
  • Yosys top cell by instances: sky130_fd_sc_hd__dfrtp_1
  • Async SR Flop Fraction: about 100%
  • Post-synth EDFFs: 0
  • Total cells reported by yosys after synthesis: 81
  • Yosys warnings: 1
  • Post-synthesis average cell area: between 20 and 25 um2
  • Dominant cell area share: approximately 100%
  • Cell type with the highest aggregate area in the netlist: sky130_fd_sc_hd__dfrtp_1
  • List of most frequent post-synthesis cells: 80 x sky130_fd_sc_hd__dfrtp_1, 1 x sky130_fd_sc_hd__inv_1
  • Post-synthesis register bit count: ~80
  • Synth Seq Share: around 100%
  • Unique cell type count in the Yosys netlist: 2
  • Gate Count Post-Synth: 81
  • Main area contributors: sky130_fd_sc_hd__dfrtp_1 100%, sky130_fd_sc_hd__inv_1 0.19%
  • Commonest flop: sky130_fd_sc_hd__dfrtp_1
  • Area reported by Yosys stat: roughly 2000 um2

Status
  • Outcome: stopped before the end
  • Failing step: detailed placement (3_5_place_dp)
  • Error msg: [ERROR DPL-0036] Detailed placement failed.

Placement
  • Buffers added on ports: around 160
  • Weighted congestion at the end of routability-driven global placement: approximately 0.74

Die
  • Row Count: 22
  • Fp_density: between 50 and 60%
  • Die outline height: between 60 and 70 um
  • Top-level port count: 162
  • Die boundary width: roughly 65 um
## cell families after synthesis
kind of cell  Yosys count  synth area share [%]
buf+inv                 1                 0.187
flops                  80                  99.8
