==> /design/flow/design.v <==
`timescale 1ns/1ns
module ID_EXE(input clk, rst, input ID_EXE_mem_to_reg_in, ID_EXE_reg_write_in, ID_EXE_Rtype_in, ID_EXE_lw_in, ID_EXE_sw_in, ID_EXE_j_in , ID_EXE_beq_in, ID_EXE_bne_in, ID_EXE_nop_in, input ID_EXE_mem_write_in, ID_EXE_mem_read_in,
 input ID_EXE_alu_src_in, ID_EXE_reg_dst_in, input [2:0] ID_EXE_alu_op_in, input [31:0] ID_EXE_pc_plus4_in, ID_EXE_read_data1_in, ID_EXE_read_data2_in, ID_EXE_address_in, 
 input [4:0] ID_EXE_rs_in, ID_EXE_rt_in, ID_EXE_rd_in, output reg ID_EXE_mem_to_reg_out, ID_EXE_reg_write_out, ID_EXE_Rtype_out, ID_EXE_lw_out, ID_EXE_sw_out, ID_EXE_j_out , ID_EXE_beq_out, ID_EXE_bne_out, ID_EXE_nop_out, 
 output reg ID_EXE_mem_write_out, ID_EXE_mem_read_out, output reg ID_EXE_alu_src_out, ID_EXE_reg_dst_out, output reg [2:0] ID_EXE_alu_op_out, output reg [31:0] 
 ID_EXE_pc_plus4_out, ID_EXE_read_data1_out, ID_EXE_read_data2_out, ID_EXE_address_out, output reg [4:0] ID_EXE_rs_out, ID_EXE_rt_out, ID_EXE_rd_out);
	always@(posedge clk, posedge rst) begin
		if (rst) begin
			ID_EXE_mem_to_reg_out <= 1'b0;
			ID_EXE_reg_write_out <= 1'b0; 
			ID_EXE_mem_write_out <= 1'b0; 
			ID_EXE_mem_read_out <= 1'b0;
			ID_EXE_alu_src_out <= 1'b0;
			ID_EXE_reg_dst_out <= 1'b0;
			ID_EXE_alu_op_out <= 3'b0;
			ID_EXE_pc_plus4_out <= 32'b0;
			ID_EXE_read_data1_out <= 32'b0;
			ID_EXE_read_data2_out <= 32'b0;
			ID_EXE_address_out <= 32'b0;
			ID_EXE_rs_out <= 5'b0;
			ID_EXE_rt_out <= 5'b0;
			ID_EXE_rd_out <= 5'b0;
			ID_EXE_Rtype_out <= 1'b0; 
			ID_EXE_lw_out <= 1'b0;
			ID_EXE_sw_out <= 1'b0;
			ID_EXE_j_out <= 1'b0;
			ID_EXE_beq_out <= 1'b0;
			ID_EXE_bne_out <= 1'b0;
			ID_EXE_nop_out <= 1'b0; 
		end
		else begin
			ID_EXE_mem_to_reg_out <= ID_EXE_mem_to_reg_in;
			ID_EXE_reg_write_out <= ID_EXE_reg_write_in; 
			ID_EXE_mem_write_out <= ID_EXE_mem_write_in; 
			ID_EXE_mem_read_out <= ID_EXE_mem_read_in;
			ID_EXE_alu_src_out <= ID_EXE_alu_src_in;
			ID_EXE_reg_dst_out <= ID_EXE_reg_dst_in;
			ID_EXE_alu_op_out <= ID_EXE_alu_op_in;
			ID_EXE_pc_plus4_out <= ID_EXE_pc_plus4_in;
			ID_EXE_read_data1_out <= ID_EXE_read_data1_in;
			ID_EXE_read_data2_out <= ID_EXE_read_data2_in;
			ID_EXE_address_out <= ID_EXE_address_in;
			ID_EXE_rs_out <= ID_EXE_rs_in;
			ID_EXE_rt_out <= ID_EXE_rt_in;
			ID_EXE_rd_out <= ID_EXE_rd_in;
			ID_EXE_Rtype_out <= ID_EXE_Rtype_in; 
			ID_EXE_lw_out <= ID_EXE_lw_in;
			ID_EXE_sw_out <= ID_EXE_sw_in;
			ID_EXE_j_out <= ID_EXE_j_in;
			ID_EXE_beq_out <= ID_EXE_beq_in;
			ID_EXE_bne_out <= ID_EXE_bne_in;
			ID_EXE_nop_out <= ID_EXE_nop_in; 
		end
	end
endmodule
==> /design/flow/run.sh <==
#!/bin/bash
# OpenROAD 26Q1-2900-gdf79404cd8, Yosys 0.63+post, stock flow scripts
make -C /OpenROAD-flow-scripts/flow DESIGN_CONFIG=/design/flow/config.mk WORK_HOME=/design/flow/orfs finish
==> /design/flow/config.mk <==
export PLATFORM = sky130hd
export DESIGN_NAME = ID_EXE
export DESIGN_NICKNAME = ID_EXE
export VERILOG_FILES = /design/flow/design.v
export SDC_FILE = /design/flow/constraint.sdc
export NUM_CORES = 4
export LEC_CHECK = 1
export CORE_UTILIZATION = 30
==> /design/flow/constraint.sdc <==
current_design ID_EXE

set clk_period 1.0
set clk_io_pct 0.2

create_clock -name clk0 -period $clk_period [get_ports {clk}]

set non_clock_inputs [all_inputs -no_clocks]
set_input_delay [expr $clk_period * $clk_io_pct] -clock clk0 $non_clock_inputs
set_output_delay [expr $clk_period * $clk_io_pct] -clock clk0 [all_outputs]
==> run summary <==
fresh numbers from the pnr run: Registers, synthesis=159, largest net degree at the start of global routing=59, final core utilization=57.2%, vias in the first global route=2677, CORE AREA=0.0128 sq mm, max_slew headroom=79.3%, CTS root buf=clkbuf_16, global-route wire length before repair=16000 um, htree depth=4, clock sink count=159, cell type with the largest total area=dfrtp_1, Starting DRT DRC Count=82, synthesis-to-finish area growth=83.4%, worst min-delay path class=input port to async pin, crit-path cells=buf_2, Tool Warnings=28, TritonCTS Buffers=17, Max-area cell share=99.9%, Setup crit end kind=output port, crit-path leading delay family=flip-flops, status=finished with violations, TritonRoute pass-1 iters=2, Critical Path Max Stage Delay=0.37 ns, design area=0.00730 sq mm, Cell Type Count=2, ANT nets after route=0, Worst Setup EP=ID_EXE_pc_plus4_out[27], CP bufs+invs=1, Die ar.=0.0137 sq mm, multi-input gates=0, number of vias per cell=3.83, YS warnings=1, final setup fails=159, Slew @ Worst Pin=0.311 ns, failing checks=setup timing, initial antenna violation count=0, Post-synth seq share=99.9%, Die Wd=117 um, wire length per cell=16.5 um, YS chip area=0.00398 sq mm, crit path kind=register to output port, DRC=0, Power Density=1910 mW/mm^2, Max Cap Viol=0, synthesized instance count=160, setup ws final=-0.0969 ns, VDD IR max=1430 uV, DP Area=0.00753 sq mm, Synth Area per Inst=24.9 sq um, CP Depth=1, Fin. Hold Viols=0, Critical Path RT=0.80 ns, Antenna Cells=0, ys cells=160, mapped cell area=0.00398 sq mm, leading post-synthesis cells by cell area=dfrtp_1, inv_1, final period utilization=110%, post-layout min period=1.10 ns, Die Y-Extent=117 um, FP Util=31.2%, CTS tree=built, startpoint types=register, hold_buf cts=0, Congestion Overflow GR=0, f_max=912 MHz, Total GRT Usage=16.9%, MI comb area=0 sq um, # rows=41, Crit Path Max Fanout=1, Port Buffer Count=319, RSZ-0062 raised after global routing=yes, Slowest-stage cell, CP=dfrtp_1, Static Leakage=0.00345 uW, Critical path origin=ID_EXE_pc_plus4_out[27], Reg clk slew, reported paths=0.06 ns, GPL Wtd Cong=0.764, Routed WL=11400 um, max-slew violations=0, Critical Path AT=0.90 ns, Longest Clk Path Bufs=2, DR vias=2643, layout cells sized above 1=38.0%, HPWL Detailed=8950 um, # IOs=320
-- metrics by stage --
step,total power [uW],hold WS (ns),setup WS (ns),setup TNS [ns],instances
2_1_floorplan,6970,0.231,-1.21,-193.16,160
3_3_place_gp,8380,0.609,-0.0573,-0.239,661
3_5_place_dp,8380,0.614,-0.0585,-0.246,661
4_1_cts,14200,0.169,-0.137,-15.76,690
5_1_grt,14600,0.177,-0.153,-19.01,690
6_report,14000,0.189,-0.0969,-10.79,690
-- area by class of cell --
class                   instances  area (sq um)
fillers                      1028          5470
clock inverters                 7          87.6
flip-flops and latches        159          3980
inverters                       1          7.51
clock buffers                  22           474
repair buffers                329          2540
well taps                     172           215
-- cells in the final DEF (no fill, tap or decap) --
master,Yosys,routed
clkinvlp_4,0,2
clkbuf_16,0,17
bufinv_16,0,2
clkbuf_1,0,2
buf_6,0,1
clkdlybuf4s50_1,0,160
buf_4,0,5
buf_2,0,158
clkinv_2,0,4
dfrtp_1,159,159
clkbuf_8,0,3
buf_12,0,5
-- how the worst min path moves through the flow --
stage	depth (start not counted)	to	startpoint	slack, ns
CTS	3	ID_EXE_read_data2_out[9]	rst	0.17
global route	3	ID_EXE_read_data2_out[9]	rst	0.18
finish	3	ID_EXE_read_data2_out[9]	rst	0.19
-- where the power goes --
part	total (uW)	leakage, uW	internal [uW]	switching [uW]
Clock	6060	0.000277	3810	2250
Combinational	1090	0.00132	799	286
Sequential	6830	0.00185	6760	69.7
Total	14000	0.00345	11400	2600
-- per-layer routing --
metal	routed length (um)	vias to the layer above	track usage (%)
met5	0	-	0
met4	95	0	2.19
met3	1540	5	8.81
met2	5730	177	26.5
met1	4000	1275	22.5
li1	-	1186	-
-- timing repair --
item / in CTS / in global routing
endpoints found under the setup margin: 159 / 159
setup buffers: 0 / 0
endpoints found under the hold margin: 0 / 0
gates resized: 507 / 0
-- kinds of logic (layout without fill, tap and decap cells) --
group | Yosys count | in the layout | share of synthesized area (%)
flip-flops | 159 | 159 | 99.9
buffers and inverters | 1 | 359 | 0.0942
-- cell usage after synthesis --
cell type and count:
dfrtp_1 159, inv_1 1
-- state kept, by name, indices dropped and copies added (netlist names), 3 cells and up --
register,count
ID_EXE_alu_op_out,3
ID_EXE_rs_out,5
ID_EXE_pc_plus4_out,32
ID_EXE_rd_out,5
ID_EXE_rt_out,5
ID_EXE_read_data1_out,32
ID_EXE_read_data2_out,32
ID_EXE_address_out,32
No activity file was given, so power comes from the tool's default toggle rates.
