==> flow/config.mk <==
export PLATFORM = sky130hd
export DESIGN_NAME = ALU
export DESIGN_NICKNAME = ALU
export VERILOG_FILES = /design/flow/design.v
export SDC_FILE = /design/flow/constraint.sdc
export NUM_CORES = 4
export LEC_CHECK = 1
export CORE_UTILIZATION = 50
==> flow/constraint.sdc <==
current_design ALU

set clk_period 15.3
set clk_io_pct 0.2

create_clock -name clk0 -period $clk_period

set non_clock_inputs [all_inputs -no_clocks]
set_input_delay [expr $clk_period * $clk_io_pct] -clock clk0 $non_clock_inputs
set_output_delay [expr $clk_period * $clk_io_pct] -clock clk0 [all_outputs]
==> flow/design.v <==
module ALU (input signed[31:0] A, B, input[2:0] ALUop, output reg signed[31:0] ALUres);
	always@(A, B, ALUop) begin
		ALUres = 32'b0;
		case(ALUop)
			3'b000 : ALUres = A + B;
			3'b001 : ALUres = A - B;  
			3'b010 : ALUres = A & B;
			3'b011 : ALUres = A | B;
			3'b100 : ALUres = (A < B) ? 32'd1 : 32'b0;
			3'b111 : ALUres = ALUres;
			default : ALUres = 32'b0;
		endcase
	end
endmodule
==> flow/run.sh <==
#!/bin/bash
# OpenROAD 26Q1-2900-gdf79404cd8, Yosys 0.63+post, stock flow scripts
make -C /OpenROAD-flow-scripts/flow DESIGN_CONFIG=/design/flow/config.mk WORK_HOME=/design/flow/orfs finish
==> impl_metrics.yaml <==
# generated from flow reports
floorplan:
  core_area_mm2: 0.00928
  num_rows: 35
  chipArea_mm2: 0.0100
  fp.dieH_um: 100
  die_w_um: 100
  io_pins: 99
  initCoreUtil: 0.519
grt:
  grt_max_degree: 85
  grt_pass1_wl_um: 22800
  grt-ovfl-total: 0
  grt.total_usage: 0.278
  grt_pass1_vias: 4797
  antenna_found_initial: 0
synth:
  yosysTopAreaCellShare: 0.273
  ys_area_mm2: 0.00482
  most_common_cell: "ha_1"
  synthCells: 743
  ys_cells: 743
  area_leaders: "ha_1 (27%), a21oi_1 (7.2%), inv_1 (7.1%)"
  ys_top_cells_by_count: "ha_1 (105), inv_1 (91), nor2_1 (83)"
  ys_types: 66
  ys_seq_share: 0
  synth_area_mm2: 0.00482
  syn_avg_cell_area_um2: 6.49
  yosys.area.top_type: "ha_1"
  ys_warn_count: 1
timing:
  period_used_share: 0.652
  rsz0062_at_grt: "no"
  fmax_ghz: 0.100
  slew_headroom: 0.401
  worstMarginPinSlew_ns: 0.897
  hold_viol_final: 0
  final_max_slew_viol_count: 0
  finalSetupViolations: 0
  fin_setup_tns_ns: 0
  period_needed_ns: 9.98
  holdWs_ns: 7.01
drt:
  diodes: 0
  vias: 5321
  wl_um: 13700
  wl_per_cell_um: 14.7
  ant_nets: 0
  drt-initial-drc-count: 265
  drtPass1Iterations: 5
  drcViolationCount: 0
  viasPerCell: 5.72
worst_setup_path:
  worst_setup_path_end_kind: "primary output"
  crit_arrival_ns: 6.92
  critPathMaxFanout: 13
  required_ns: 12.24
  worstSetupStartpointType: "input port"
  worstSetupPathType: "in2out"
outcome:
  outcome: "completed"
run:
  warning_count: 106
  maxCapViolations: 0
power_and_ir_drop:
  peakVddDrop_uv: 16.7
  p_leak_nw: 2.72
  p_per_area_mw_per_mm2: 34.4
clock_network:
  cts_setup_buffers: 0
  cts_resized: 0
  cts_hold_buf: 0
placed_design:
  numPortBuffers: 99
  dpl.hpwl_um: 10800
  dp.cells: 931
  gp_congestion: 0.961
cells_and_area:
  fin_cells: 931
  drive_gt1_frac: 0.0175
  comb_area_mm2: 0.00430
  regArea_um2: 0
  flop-count: 0
  clkbuf_count: 0
  fill_cells: 879
  area.growth.synth_to_final_pct: 20.5
hold_path:
  hold_depth: 4
  worst_hold_path_type: "in2out"
[kinds of logic (layout without fill, tap and decap cells)]
logic type | after synthesis | count (layout) | share of synthesized area
fa+ha+maj | 107 | 107 | 0.281
mux | 7 | 7 | 0.0151
buf+inv | 135 | 194 | 0.109
compound gates | 254 | 254 | 0.346
simple gates | 218 | 218 | 0.209
xor+xnor | 22 | 22 | 0.0400
[per-layer routing]
layer / global-route usage / up-vias / routed length, um
met5: 0 / - / 0
met4: 0.0190 / 0 / 55
li1: - / 2725 / -
met1: 0.420 / 2430 / 6760
met2: 0.449 / 160 / 6070
met3: 0.0234 / 6 / 798
[worst max-delay path, cell delays in order]
cell,delay (ns)
clkdlybuf4s50_1,0.54
inv_1,0.06
ha_1,0.47
or3_1,0.47
o21a_1,0.19
a31oi_1,0.25
o41ai_1,0.15
o31ai_2,0.38
and2_1,0.23
o211ai_1,0.14
mux2_1,0.37
o211a_1,0.21
clkdlybuf4s50_1,0.40
[layout make-up]
| class | count | share of cell area |
|---|---|---|
| inverter | 92 | 0.0594 |
| multi-input combinational | 608 | 0.739 |
| tap | 129 | 0.0278 |
| timing repair buffer | 102 | 0.174 |
[power breakdown]
| part | switching, W | leakage, nW | total (W) | internal, W |
|---|---|---|---|---|
| combinational | 0.000107 | 2.72 | 0.000200 | 0.0000929 |
| sequential | 0 | 0 | 0 | 0 |
| clock | 0 | 0 | 0 | 0 |
| total | 0.000107 | 2.72 | 0.000200 | 0.0000929 |
[through the flow]
stage	util	worst slack [ns]	area, um^2	total power, W
final	0.626	5.32	5810	0.000200
after detailed placement	0.626	5.36	5810	0.000197
after floorplan	-	6.77	4820	0.000128
after CTS	0.626	5.35	5810	0.000199
after global placement	0.626	5.47	5810	0.000197
after global routing	0.626	5.04	5810	0.000222
[layout by cell type (no fill, tap or decap), drive strengths merged, types with 3 or more instances in the layout]
| master | instances |
|---|---|
| or2 | 3 |
| a22oi | 3 |
| nor3 | 16 |
| a31oi | 12 |
| and2 | 3 |
| o211a | 3 |
| o31ai | 7 |
| or3 | 10 |
| ha | 105 |
| a21o | 20 |
| xnor2 | 16 |
| a2111oi | 3 |
| o211ai | 13 |
| nor2b | 14 |
| a211oi | 23 |
| o21a | 4 |
| o22ai | 7 |
| nor2 | 83 |
| buf | 4 |
| inv | 91 |
| mux2i | 5 |
| nand3 | 12 |
| xor2 | 6 |
| nand2b | 8 |
| and3 | 3 |
| a311o | 3 |
| o21ai | 46 |
| nand4 | 6 |
| a21oi | 69 |
| o21bai | 16 |
| nand2 | 51 |
| clkdlybuf4s50 | 98 |
[path summary, 6_finish.rpt]
kind                  slack (ns)  startpoint          to
worst min-delay path        7.01    ALUop[0]  ALUres[27]
worst max-delay path        5.32       A[16]  ALUres[30]
Power and IR drop assume default switching activity.
